==> design.v <==
module alu_mux #(parameter XLEN=64) ( 
	input logic [XLEN-1:0] reg2,
	input logic [XLEN-1:0] imm,
	input logic control,
	output logic [XLEN-1:0] aluin2
);
    assign aluin2 = control ? reg2 : imm;
endmodule
==> run.sh <==
#!/bin/bash
# OpenROAD 26Q1-2900-gdf79404cd8, Yosys 0.63+post, stock flow scripts
make -C /OpenROAD-flow-scripts/flow DESIGN_CONFIG=/design/flow/config.mk WORK_HOME=/design/flow/orfs finish
==> config.mk <==
export PLATFORM = sky130hd
export DESIGN_NAME = alu_mux
export DESIGN_NICKNAME = alu_mux
export VERILOG_FILES = /design/flow/design.v
export SDC_FILE = /design/flow/constraint.sdc
export NUM_CORES = 4
export LEC_CHECK = 1
export CORE_AREA = 10 10 84 84
export DIE_AREA = 0 0 94 94
==> constraint.sdc <==
current_design alu_mux

set clk_period 1.0
set clk_io_pct 0.2

create_clock -name clk0 -period $clk_period

set non_clock_inputs [all_inputs -no_clocks]
set_input_delay [expr $clk_period * $clk_io_pct] -clock clk0 $non_clock_inputs
set_output_delay [expr $clk_period * $clk_io_pct] -clock clk0 [all_outputs]
==> flow_metrics.env <==
# implementation run metrics
export IMPL_aoi_share=0
export IMPL_synthCells=71
export IMPL_first_iter_violations=7
export IMPL_p_per_area_mw_per_mm2=405
export IMPL_wl_per_cell_um=20.4
export IMPL_synth_cell_types=4
export IMPL_final_layout_size_suffix_gt1_frac=0.524
export IMPL_slew_viol_final=0
export IMPL_fin_crit_sh=1.18
export IMPL_met1_usage=0.128
export IMPL_rsz0062_at_grt="yes"
export IMPL_seqCellArea_um2=0
export IMPL_violations="setup timing"
export IMPL_drcViolationCount=0
export IMPL_io_pins=193
export IMPL_met2_usage=0.299
export IMPL_top_cells_by_area="mux2_4 (84%), buf_12 (11%), mux2_2 (4.2%), buf_6 (1.0%)"
export IMPL_grt_ovfl_total=0
export IMPL_fp_row_count=26
export IMPL_core_util_floorplan=0.207
export IMPL_grt_max_degree=10
export IMPL_xor_share=0
export IMPL_die_width_um=94
export IMPL_yosysChipArea_mm2=0.00108
export IMPL_syn2layout_area_growth_pct=187
export IMPL_max_cap_viol_count=0
export IMPL_yosys_warnings=0
export IMPL_arrival_ps=980
export IMPL_top_logic_kind="multiplexers"
export IMPL_antenna_found_initial=0
export IMPL_cp_required_ps=800
export IMPL_dieArea_mm2=0.00884
export IMPL_synth_cell_area_mm2=0.00108
export IMPL_synth_most_common_cell="mux2_4"
export IMPL_first_pass_iters=2
export IMPL_critPathMaxFanout=5
export IMPL_timing_final_ws_setup_ps=-181
export IMPL_status="complete, but fails checks"
export IMPL_leakage_nw=1.71
export IMPL_period_needed_ps=1180
export IMPL_vdd_drop_max_mv=0.195
export IMPL_num_vias=1382
export IMPL_fa_ha_area_frac=0
export IMPL_ys_cells=71
export IMPL_top_cell_area_share=0.836
export IMPL_finalWeightedCongestion=0.828
export IMPL_top_cells_by_count="mux2_4 (60), buf_12 (6), mux2_2 (4), buf_6 (1)"
export IMPL_nClkBuffers=0
export IMPL_placed_cell_area_mm2=0.00305
export IMPL_log_warning_count=35
export IMPL_drt_wl_total_um=6920
export IMPL_track_usage=0.141
export IMPL_ys_seq_share=0
export IMPL_hpwl_um=6250
export IMPL_hold_violations=0
export IMPL_finalSetupViolCount=64
export IMPL_mux_share=0.878
export IMPL_die_size_y_um=94
export IMPL_hp_class="input pin to output port"
export IMPL_critPathCaptureType="output port"
export IMPL_max_clock_freq_mhz=847
export IMPL_p_total_mw=1.25
export IMPL_viasPerCell=4.08
export IMPL_io_buffers=193
export IMPL_antenna_cells=0
export IMPL_slew_headroom=0.942
export IMPL_first_global_vias=1569
export IMPL_simple_gate_area_frac=0
export IMPL_synth_area_per_cell_um2=15.2
export IMPL_ant_nets=0
export IMPL_core_area_mm2=0.00520
export IMPL_startpoint_type="input pin"
export IMPL_top_area_cell="mux2_4"
export IMPL_grt_pass1_wl_um=9470
export IMPL_crit_type="input pin to output port"
export IMPL_ff_count=0
export IMPL_tightest_slew_ps=86.7
export IMPL_grtUsageMet3=0.0517
export IMPL_cts_hold_buf=0
export IMPL_final_area_mm2=0.00309
export IMPL_busiest_layer="met2"
==> path summary, 6_finish.rpt <==
check / cells past startpoint / startpoint / slack, ps / endpoint
max: 5 / control / -180 / aluin2[41]
min: 3 / imm[23] / 700 / aluin2[23]
==> layer usage <==
metal,wire length [um],vias up
met5,0,-
met4,0,0
met3,621,0
met2,4160,75
met1,2140,638
li1,-,669
==> kinds of logic (layout without fill, tap and decap cells) <==
logic type | count (synthesis) | count (layout)
buffers and inverters | 7 | 205
multiplexers | 64 | 64
==> layout make-up <==
| cell class | instances | area (um2) |
|---|---|---|
| Fill cell | 488 | 2110 |
| Tap cell | 70 | 87.6 |
| Multi-Input combinational cell | 64 | 961 |
| Timing Repair Buffer | 205 | 2040 |
==> per-stage QoR <==
stage	TNS (ps)	hold slack (ps)	utilization	worst slack (ps)	std cells
finish	-5500	701	0.594	-181	339
global route	-6400	721	0.594	-203	339
CTS	-5780	797	0.580	-187	339
detailed placement	-31930	1310	0.585	-545	333
global placement	-31970	1310	0.585	-558	333
floorplan	0	498	-	2.55	71
==> what timing repair did <==
item / CTS / global route
setup endpoints to repair: 64 / 64
gates cloned: 5 / 0
buffers inserted: 1 / 0
resized: 375 / 14
==> placed cells by master, fill, tap and decap left out <==
cell type | synthesis | routed
dlygate4sd2_1 | 0 | 118
clkdlybuf4s50_1 | 0 | 6
buf_6 | 1 | 47
dlymetal6s2s_1 | 0 | 4
mux2_4 | 60 | 64
buf_16 | 0 | 6
buf_12 | 6 | 5
buf_2 | 0 | 18
buf_8 | 0 | 1
==> power by group <==
group / switching (mW) / internal [mW] / leakage [nW] / total [mW]
Clock: 0 / 0 / 0 / 0
Sequential: 0 / 0 / 0 / 0
Combinational: 0.292 / 0.960 / 1.71 / 1.25
Total: 0.292 / 0.960 / 1.71 / 1.25
==> worst max-delay path, cell delays in order <==
cell    delay [ps]
buf_16         130
buf_8          120
buf_12         120
mux2_4         290
buf_6          110
Power figures rest on the tool's default switching activity, not on a simulated workload.
