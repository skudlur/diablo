File: config.mk
export PLATFORM = sky130hd
export DESIGN_NAME = alu
export DESIGN_NICKNAME = alu
export VERILOG_FILES = /design/flow/design.v
export SDC_FILE = /design/flow/constraint.sdc
export NUM_CORES = 4
export LEC_CHECK = 1
export CORE_UTILIZATION = 50
File: constraint.sdc
current_design alu

set clk_period 1158.4
set clk_io_pct 0.2

create_clock -name clk0 -period $clk_period

set non_clock_inputs [all_inputs -no_clocks]
set_input_delay [expr $clk_period * $clk_io_pct] -clock clk0 $non_clock_inputs
set_output_delay [expr $clk_period * $clk_io_pct] -clock clk0 [all_outputs]
File: design.v
module alu #(parameter XLEN = 64)( 
  	input logic [XLEN-1:0] alu_input1, alu_input2,
  	input logic [1:0] signal,                        
  	output logic [XLEN-1:0] alu_output
);
  	always_comb 
  	begin  
    		case(signal)
    			2'b00: alu_output = alu_input1 + alu_input2; 
		    	2'b01: alu_output = alu_input1 - alu_input2;
		    	2'b10: alu_output = alu_input1 * alu_input2;
		    	2'b11: alu_output = alu_input1 / alu_input2;
		    	default: alu_output = 0;
		endcase 
  	end
endmodule
File: run.sh
#!/bin/bash
# OpenROAD 26Q1-2900-gdf79404cd8, Yosys 0.63+post, stock flow scripts
make -C /OpenROAD-flow-scripts/flow DESIGN_CONFIG=/design/flow/config.mk WORK_HOME=/design/flow/orfs finish
==> results.env <==
STATUS='finished with violations'
FAILING_CHECKS='max-capacitance violations, max-slew violations'
POST_ROUTE_DRC_VIOLATION_COUNT=0
WORSTPATHARRIVAL_NS=464.18
CELL_DEPTH_OF_THE_WORST_MIN_DELAY_PATH=4
YOSYS_INSTANCES=25300
SYNTH_ADDER_AREA_SHARE_PCT=37.0
NUM_VIAS=199000
GROUTE.USAGE.OVERALL_PCT=54.7
CRITPATHTOPFAMILY='AND-OR/OR-AND gates'
IR_DROP_uV=71.9
CP_MAX_FO=53
CRITPATHBUFINV=80
INITIAL_UTILIZATION_PCT=50.3
BOUNDARYPINS=194
SEQ_CELL_COUNT=0
POWER_REPORT.INTERNAL_TOTAL_uW=712
AVGVIACOUNTPERCELL=6.61
FLOORPLAN.DIE_AREA_SQ_UM=367000
REPORT.FINAL.SETUP_VIOL=0
IO_BUFFERS=194
POSTROUTEWIRELENGTH_MM=986
SYN_TO_FINAL_GROWTH_PCT=5.85
DIE-HEIGHT_UM=606
FRACTION_OF_THE_MAPPED_NETLIST_AREA_IN_COMPOUND_GATES_PCT=23.1
POST_SYNTH.CELL_AREA_AVG_SQ_UM=7.21
SETUP.WORST_PATH.START_CLASS='primary input'
CTS_HOLD_BUF=0
FINALWORSTPATHREQUIREDPERIOD_NS=695.86
DETAILEDPLACEMENTHPWL_MM=813
SYNTH-XOR-AREA-SHARE_PCT=8.84
DRT_PRE_ANTENNA_ITERS=14
GLOBALPLACE.CONGESTION=1.19
SYN-INSTANCE-COUNT=25300
VIAS_IN_THE_FIRST_GLOBAL_ROUTE=186000
SYNTH.YOSYS.WARNINGS=1
TOTAL_LEAKAGE_POWER_nW=94.5
YOSYS-TOP-CELLS-AREA='sky130_fd_sc_hd__fa_1 (20%), sky130_fd_sc_hd__ha_1 (17%), sky130_fd_sc_hd__nand2_1 (7.8%)'
SYNTH.CELLMIX.SIMPLESHARE_PCT=22.5
HOLD_PATH.CLASS='in2out'
CTS.REPAIR_TIMING.SETUP_BUFFER_COUNT=0
FF_LATCH_AREA_SQ_UM=0
COMMONEST_CELLS_AFTER_ROUTING_FILL_AND_TAPS_ASIDE='sky130_fd_sc_hd__nand2_1 (3,791), sky130_fd_sc_hd__ha_1 (2,459), sky130_fd_sc_hd__inv_1 (2,214), sky130_fd_sc_hd__nor2_1 (2,184), sky130_fd_sc_hd__a21oi_1 (1,850)'
FINAL_HOLD_VIOL_COUNT=0
FINAL_LAYOUT_SIZE_SUFFIX_GT1_SHARE_PCT=6.14
CAP_VIOL_MAX_COUNT=3
FINAL.PERIOD_UTILIZATION_PCT=60.1
CORE-AREA_SQ_UM=363000
SYNTH_SEQUENTIAL_AREA_RATIO_PCT=0
CRITICAL_PATH.MOST_COMMON_CELL='sky130_fd_sc_hd__a21oi_1'
ENDPOINT_KIND='output pin'
FINAL.SETUP.TNS_NS=0
SWITCHING_SHARE_PCT=66.3
SETUP.WORST_PATH.CLASS='in2out'
CP_NUM_CELLS=774
POST_ROUTE_ANT_NETS=0
CTSRESIZECOUNT=0
WORST_HOLD_SLACK_NS=464.52
YOSYS-DOMINANT-COMB-FAMILY='adder cells'
GRT_FIRST_PASS_WIRELENGTH_MM=1370
SYNTH.MUX.AREA_FRACTION_PCT=1.67
CP_SLOWEST_CELL='sky130_fd_sc_hd__nor4_1'
FILLERS=34900
P_PER_AREA_nW_PER_UM2=11.0
SLOWEST_DELAY_NS=1.41
DRT_ITER0_DRC=23600
CORE.ROWCOUNT=221
DIE-WIDTH_UM=606
WORST_MAX_SLEW_PIN_SLEW_NS=1.65
MAXIMUM_NUMBER_OF_PINS_ON_ONE_NET_BEFORE_GLOBAL_ROUTE_REPAIR=63
WIRE_PER_INST_UM=32.7
SYNTH_LARGEST_TYPE_AREA_FRACTION_PCT=20.1
TIMING.FMAX_GHz=0.00144
LAYOUT.CORE_UTILIZATION_PCT=53.3
SLEW_VIOLATIONS=13
SYNTH.LARGEST_AREA_CELL='sky130_fd_sc_hd__fa_1'
SYNTHESIS.AREA_SQ_UM=183000
MOSTFREQUENTLAYOUTCELL='sky130_fd_sc_hd__nand2_1'
CRIT_REQUIRED_NS=926.72
SYNTHDISTINCTLIBCELLS=120
GRT_ANTENNA_BEFORE_REPAIR=138
GRT_SETUP_UNREPAIRED='no'
GRT-OVFL-TOTAL=0
TIMING.SLEW.HEADROOM_PCT=-11.3
WARNING_COUNT=37
NET-SWITCHING-POWER_mW=1.40
LAYOUT.CLOCK_BUFFERS=0
SYNTH-AREA-YOSYS_SQ_UM=183000
==> final timing paths <==
| check | start | end |
|---|---|---|
| worst max-delay path | alu_input2[39] | alu_output[0] |
| worst min-delay path | signal[0] | alu_output[14] |
==> cell usage after synthesis (all sizes together) (145+ instances only) <==
cell	instances
or2	145
ha	2459
nand2b	261
or3	193
o21bai	228
and3	166
buf	257
mux2	171
o211ai	203
clkbuf	826
a31oi	312
nor3	506
o31ai	159
a211oi	160
nor2	2201
nor2b	296
fa	1832
a21oi	1863
o21ai	1227
nand3	453
xor2	665
nand4	210
o21a	438
xnor2	1176
and2	485
a21o	859
inv	2261
nand2	3802
==> through the flow <==
step	instances	cell area, sq um	setup slack, ns	power (mW)
2_1_floorplan	25300	183000	507.33	0.954
3_3_place_gp	30000	193000	476.14	1.99
3_5_place_dp	30000	193000	475.18	1.98
4_1_cts	30000	193000	474.27	1.99
5_1_grt	30100	193000	456.81	2.15
6_report	30200	193000	462.54	2.12
==> kinds of logic after synthesis <==
family | count (synthesis)
simple gates | 9059
compound gates | 6483
fa+ha+maj | 4291
buf+inv | 3352
xor+xnor | 1841
mux | 281
==> cell type report <==
class | instances | area [sq um] | share of cell area, %
tap | 4794 | 6000 | 3.10
antenna | 139 | 348 | 0.180
multi-input combinational | 22000 | 170000 | 88.2
inverter | 2269 | 8580 | 4.44
timing repair buffer | 999 | 7820 | 4.05
==> routing by layer <==
| metal | GRT usage, % | wire length [um] | vias to the layer above | part of all wire [%] |
|---|---|---|---|---|
| met5 | 7.38 | 3850 | - | 0.39 |
| met2 | 68.8 | 364000 | 14400 | 37 |
| met1 | 69.6 | 362000 | 94000 | 37 |
| met3 | 30.8 | 168000 | 3373 | 17 |
| met4 | 38.0 | 88600 | 136 | 9.0 |
| li1 | - | - | 87500 | - |
No activity file was given, so power comes from the tool's default toggle rates.
